<file path="./design.v">
module register (clk, rst, in, lden, out);
input clk, rst;
input [31:0] in ;
input lden;
output reg [31:0] out;
always@ (posedge clk)
begin 
if (rst ==1)
out<= 31'b0000000;
else if (lden ==1)
out <= in ;
end
endmodule
</file>
<file path="./run.sh">
#!/bin/bash
# OpenROAD 26Q1-2900-gdf79404cd8, Yosys 0.63+post, stock flow scripts
make -C /OpenROAD-flow-scripts/flow DESIGN_CONFIG=/design/flow/config.mk WORK_HOME=/design/flow/orfs finish
</file>
<file path="./config.mk">
export PLATFORM = sky130hd
export DESIGN_NAME = register
export DESIGN_NICKNAME = register
export VERILOG_FILES = /design/flow/design.v
export SDC_FILE = /design/flow/constraint.sdc
export NUM_CORES = 4
export LEC_CHECK = 1
export CORE_AREA = 10 10 101 101
export DIE_AREA = 0 0 111 111
</file>
<file path="./constraint.sdc">
current_design register

set clk_period 1.1
set clk_io_pct 0.2

create_clock -name clk0 -period $clk_period [get_ports {clk}]

set non_clock_inputs [all_inputs -no_clocks]
set_input_delay [expr $clk_period * $clk_io_pct] -clock clk0 $non_clock_inputs
set_output_delay [expr $clk_period * $clk_io_pct] -clock clk0 [all_outputs]
</file>
==> results_slide.txt <==
Key Metrics from the Run

Outcome
  – Outcome: finished clean

Routing
  – Ant. Diodes: 0
  – ANT nets after route: 0
  – Drt first-iter violations: 16
  – DR WL/cell: 11.0 µm
  – # DRC: 0
  – Post-Route WL: 3.04 mm
  – Total number of vias: 916
  – Iteration tally of the first detailed-router pass: 4
  – Vias per inst: 3.31

Clocking
  – CTS clk-pin slew, worst paths: 0.07 ns
  – Clk buf depth: 2
  – CTS root buf: clkbuf_8
  – TritonCTS sink count: 32
  – CTS Buf Count: 5
  – Htree depth: 2
  – Hold_buf cts: 0
  – CTS tree: yes
  – Worst skew pair latency: 0.27 ns

Layout
  – Area grow syn2layout: 71.4%
  – Largest register FFs: 32
  – Logic area: 440 µm²
  – Share of cells above drive strength 1: 0.244
  – Largest registers: out: 32 flops
  – Largest Register: out
  – Reg area: 681 µm²
  – Fillers: 860

Timing
  – Hold Fails Final Rpt: 0
  – Final setup vio count: 0
  – Fraction of the cycle the final worst path needs: 0.956
  – Clock Skews: 0 ns
  – Minimum clock period: 1.05 ns
  – Max Fclk: 950 MHz
  – Max-slew headroom: 0.862
  – Final max-slew violation count: 0
  – Setup ws final: 0.0479 ns
  – Min Hold Slack: 0.445 ns
  – RSZ-0062 raised after global routing: no
  – Worst slew pin tran: 0.207 ns

Placement
  – # port buffers: 66
  – Final HPWL DP: 2.32 mm
  – Setup WS pre-CTS: -0.0260 ns
  – RePlAce Congestion: 0.728

Synth
  – Adder Area Share: 0
  – Cell type with the largest total area: dfxtp_1
  – Mapped Area: 1160 µm²
  – Simple share: 0.103
  – XORs/XNORs by Area: 0
  – Yosys cell types: 6
  – Synth logic family: multiplexers
  – #FFs+latches synth: 32
  – Area fraction in compound gates: 0
  – Top cell type's share of synthesized area: 0.551
  – Number of cells in Yosys stat: 103
  – YS chip area: 1160 µm²
  – Top cells by area: dfxtp_1, mux2i_1, nor2_1
  – Register area share after synthesis: 0.551
  – Mux area share: 0.275
  – Synthesized instance count: 103
  – Yosys warns: 1
  – Mean Syn Cell Area: 11.3 µm²

Floorplan
  – Core Footprint: 8130 µm²
  – Row cnt: 33
  – Die span in y: 111 µm
  – Die W: 111 µm
  – # IOs: 67
  – Fp_density: 0.143
  – Die area: 12300 µm²

Power
  – PnR Total Power: 2.47 mW
  – Power Density: 1240 nW/µm²
  – VDD IR max: 0.399 mV
  – Leakage power: 0.950 nW

Run
  – Maxcap violations: 0
  – OpenROAD warning count: 25

Setup path
  – Startpoint types: flip-flop
  – Worst setup path class: reg -> out
  – Slowest Stage Delay on Critical Path: 0.32 ns
  – Worst EP arrival: 0.83 ns
  – Data required, critical path: 0.88 ns
  – Worst path buffer plus inverter count: 1
  – Max stage delay cell, worst path: dfxtp_2
  – Worst-path fanout max: 2
  – Critical Path, Cell by Cell: dlygate4sd2_1
  – Worst Setup End Kind: output pin
  – Delay-heaviest family, CP: flip-flops

Global routing
  – Largest net degree at the start of global routing: 33
  – Initial antenna violation count: 0
  – GRT Residual Overflow: 0
  – GRT Total Usage: 0.0475
  – Global-route wire length before repair: 4.98 mm
  – Vias in the first global route: 980

Min path
  – Hold Crit Class: in -> reg
## Yosys cell counts
cell type,count
buf_12,3
dfxtp_1,32
nor2_1,32
mux2i_1,32
clkbuf_1,3
buf_6,1
## placed cells by master, fill, tap and decap left out, drive strengths merged
cell type,Yosys,routed
buf,4,4
clkbuf,3,6
clkdlybuf4s15,0,1
clkdlybuf4s50,0,33
clkinv,0,1
dfxtp,32,32
dlygate4sd2,0,31
mux2i,32,32
nor2,32,32
## area by class of cell
| cell class | count | area share |
|---|---|---|
| Clock buffer | 6 | 0.0364 |
| Clock inverter | 1 | 0.00251 |
| Multi-Input combinational cell | 64 | 0.221 |
| Sequential cell | 32 | 0.341 |
| Tap cell | 105 | 0.0659 |
| Timing Repair Buffer | 69 | 0.333 |
## cells by family after synthesis
logic type / count (synthesis)
buf+inv: 7
flops: 32
simple gates: 32
mux: 32
## report_power, final
part	switching, mW	internal, mW
logic	0.112	0.249
registers	0.0301	1.24
clock network	0.404	0.430
## what timing repair did
| action | CTS | global route |
|---|---|---|
| setup endpoints to repair | 32 | 1 |
| gates resized | 64 | 1 |
| setup buffers | 0 | 0 |
| pin swaps | 0 | 0 |
## worst paths after layout
kind           start      end  slack [ns]  cells after the start
max          out[13]  out[13]        0.05                      1
max reg2reg  out[27]  out[27]        0.49                      2
min             lden  out[22]        0.45                      4
min reg2reg  out[23]  out[23]        0.48                      2
## metrics by stage
step	util	area [µm²]	TNS, ns	std cells
floorplan	-	1160	0	103
global placement	0.236	1920	-0.446	270
detailed placement	0.236	1920	-0.653	270
CTS	0.245	1990	0	277
global route	0.245	1990	0	277
finish	0.245	1990	0	277
## per-layer routing
metal / global-route usage / vias to the layer above / routed length, µm
met4: 0.00694 / 0 / 28
met1: 0.0615 / 389 / 1460
met5: 0 / - / 0
li1: - / 474 / -
met3: 0.0317 / 4 / 390
met2: 0.0653 / 49 / 1160
Power figures rest on the tool's default switching activity, not on a simulated workload.
