$ cat flow/config.mk
export PLATFORM = sky130hd
export DESIGN_NAME = comparator
export DESIGN_NICKNAME = comparator
export VERILOG_FILES = /design/flow/design.v
export SDC_FILE = /design/flow/constraint.sdc
export NUM_CORES = 4
export LEC_CHECK = 1
export CORE_AREA = 10 10 95 95
export DIE_AREA = 0 0 105 105
$ cat flow/constraint.sdc
current_design comparator

set clk_period 6.7
set clk_io_pct 0.2

create_clock -name clk0 -period $clk_period

set non_clock_inputs [all_inputs -no_clocks]
set_input_delay [expr $clk_period * $clk_io_pct] -clock clk0 $non_clock_inputs
set_output_delay [expr $clk_period * $clk_io_pct] -clock clk0 [all_outputs]
$ cat flow/design.v
module comparator (a, b, a_gt_b, a_eq_b, a_lt_b);
input [31:0] a, b;
output reg a_gt_b, a_eq_b, a_lt_b;
always @(a or b)
begin 
if (a>b)
{a_gt_b, a_eq_b, a_lt_b} = 3'b100;
else if (a==b)
{a_gt_b, a_eq_b, a_lt_b} = 3'b010;
else
{a_gt_b, a_eq_b, a_lt_b} = 3'b001;
end
endmodule
$ cat flow/run.sh
#!/bin/bash
# OpenROAD 26Q1-2900-gdf79404cd8, Yosys 0.63+post, stock flow scripts
make -C /OpenROAD-flow-scripts/flow DESIGN_CONFIG=/design/flow/config.mk WORK_HOME=/design/flow/orfs finish
==> results.toml <==
# physical design summary
[yosys]
ys_seq_share_pct = 0
synth-area-yosys_um2 = 836
synth.yosys.num_cells = 114
synth.lib_cells_used.distinct = 22
synth.cell_area_um2 = 836
synthesized_instance_count = 114
synth.yosys.warnings = 1
avgSynthCellArea_um2 = 7.33

[route]
routed_wirelength_um = 2850
drc = 0
firstDrtPassIters = 2
drt-initial-drc-count = 10
detail_route.wl_per_cell_um = 10.3
antennaDiodeCount = 0
routed-via-count = 959
drt-vias-per-instance = 3.46
drt.antenna.violating_nets = 0

[timing]
finalCriticalPeriod_ns = 5.03
timing.final.crit_share_pct = 75.0
max_freq_mhz = 199
slew_headroom_pct = 70.9
setup_violations = 0
grt_setup_unrepaired = "false"
fin_setup_tns_ns = 0
finalHoldViolCount = 0
report.final.slew_viol_count = 0
tightestPinTransition_ns = 0.432

[clocking]
post_cts_resize_count = 0
hold_buffers = 0
postCtsSetupRepairBufs = 0

[job]
warnings = 32
maxCapViolations = 0

[critical_path]
worst-endpoint-required_ns = 5.36
critical_path_fanouts_max = 3
cp_data_arrival_time_ns = 3.69
setup.worst_path.start_class = "input pin"
path_class = "in -> out"
crit_path_end_kind = "output pin"

[die]
rows = 30
initCoreUtil_pct = 12.1
floorplan.die_area_mm2 = 0.0110
core_mm2 = 0.00691
design.portCount = 67
die_h_um = 105
die.size.x_um = 105

[placement]
portBuffers = 67
place.gp.congestion = 0.701
post-dp-hpwl_um = 2750
dp.cells = 277

[finish]
stdcell_count = 277
flops = 0
area.growth.synth_to_final_pct = 94.6
drive_above_1_share_pct = 2.76
num-clock-buffers = 0
fillCellCount = 768
regArea_um2 = 0

[grt]
grt_first_pass_wirelength_um = 4720
grt_overflow_total = 0
via_count_of_the_first_global_routing_pass = 1059
pin_count_of_the_biggest_net_entering_global_routing = 5
grtUsageTotal_pct = 5.01
antenna_found_initial = 0

[pwr]
leakagePower_nw = 0.778
power_density_mw_per_mm2 = 51.3
worst_ir_drop_vdd_v = 0.0000224

[min_path]
hold_class = "in -> out"

[run_status]
outcome = "completed"
[cell usage in the layout (no fill, tap or decap)]
master	Yosys	routed
sky130_fd_sc_hd__a21boi_2	1	1
sky130_fd_sc_hd__a21o_1	1	1
sky130_fd_sc_hd__a21oi_1	11	11
sky130_fd_sc_hd__a21oi_2	1	1
sky130_fd_sc_hd__a221o_1	1	1
sky130_fd_sc_hd__a221oi_1	2	2
sky130_fd_sc_hd__and4_1	3	3
sky130_fd_sc_hd__and4bb_2	1	1
sky130_fd_sc_hd__clkdlybuf4s50_1	0	67
sky130_fd_sc_hd__ha_1	32	32
sky130_fd_sc_hd__inv_1	32	32
sky130_fd_sc_hd__nand2_1	8	8
sky130_fd_sc_hd__nand3_1	4	4
sky130_fd_sc_hd__nand4_1	5	5
sky130_fd_sc_hd__nor2_1	2	2
sky130_fd_sc_hd__nor2b_1	1	1
sky130_fd_sc_hd__nor3_2	1	1
sky130_fd_sc_hd__nor4_2	1	1
sky130_fd_sc_hd__o211ai_1	1	1
sky130_fd_sc_hd__o21ai_0	3	3
sky130_fd_sc_hd__o21ba_1	1	1
sky130_fd_sc_hd__o31a_1	1	1
sky130_fd_sc_hd__o31ai_1	1	1
[final timing paths]
check	cells after the start	start	end	slack [ns]
setup / recovery	9	b[14]	a_gt_b	1.67
hold / removal	7	b[31]	a_lt_b	3.91
[kinds of logic after synthesis]
group | share of synthesized area, %
compound gates | 19.0
fa+ha+maj | 47.9
simple gates | 18.7
buf+inv | 14.4
[metrics by stage]
step | hold slack, ns | worst slack [ns] | power [mW] | cell area (um2) | utilization (%)
floorplan | 2.95 | 2.72 | 0.0343 | 836 | -
global placement | 3.94 | 1.68 | 0.0842 | 1630 | 23.6
detailed placement | 3.94 | 1.65 | 0.0843 | 1630 | 23.6
CTS | 3.94 | 1.64 | 0.0853 | 1630 | 23.6
global route | 3.99 | 1.51 | 0.0952 | 1630 | 23.6
finish | 3.91 | 1.67 | 0.0834 | 1630 | 23.6
[where the power goes]
| part | internal [mW] | switching (mW) | total [mW] |
|---|---|---|---|
| Combinational | 0.0543 | 0.0291 | 0.0834 |
| Clock | 0 | 0 | 0 |
| Sequential | 0 | 0 | 0 |
[synthesized netlist by cell type]
library cell / count / area [um2]
sky130_fd_sc_hd__inv_1: 32 / 120
sky130_fd_sc_hd__nand2_1: 8 / 30.0
sky130_fd_sc_hd__nand4_1: 5 / 31.3
sky130_fd_sc_hd__o21ai_0: 3 / 15.0
sky130_fd_sc_hd__o211ai_1: 1 / 7.51
sky130_fd_sc_hd__nor2b_1: 1 / 6.26
sky130_fd_sc_hd__nor2_1: 2 / 7.51
sky130_fd_sc_hd__a21oi_2: 1 / 8.76
sky130_fd_sc_hd__a21boi_2: 1 / 11.3
sky130_fd_sc_hd__a221oi_1: 2 / 17.5
sky130_fd_sc_hd__nor3_2: 1 / 10.0
sky130_fd_sc_hd__ha_1: 32 / 400
sky130_fd_sc_hd__and4_1: 3 / 26.3
sky130_fd_sc_hd__o21ba_1: 1 / 10.0
sky130_fd_sc_hd__o31a_1: 1 / 8.76
sky130_fd_sc_hd__and4bb_2: 1 / 12.5
sky130_fd_sc_hd__a21oi_1: 11 / 55.1
sky130_fd_sc_hd__a221o_1: 1 / 10.0
sky130_fd_sc_hd__nor4_2: 1 / 12.5
sky130_fd_sc_hd__nand3_1: 4 / 20.0
sky130_fd_sc_hd__o31ai_1: 1 / 7.51
sky130_fd_sc_hd__a21o_1: 1 / 7.51
[worst max-delay path: stages]
cell                              delay [ns]
sky130_fd_sc_hd__clkdlybuf4s50_1        0.45
sky130_fd_sc_hd__inv_1                  0.04
sky130_fd_sc_hd__ha_1                   0.32
sky130_fd_sc_hd__nand4_1                0.18
sky130_fd_sc_hd__nor4_2                 0.35
sky130_fd_sc_hd__a21boi_2               0.21
sky130_fd_sc_hd__o31a_1                 0.18
sky130_fd_sc_hd__o21ba_1                0.15
sky130_fd_sc_hd__clkdlybuf4s50_1        0.47
[cell type report]
type / instances / area [um2] / share of cell area, %
tap: 96 / 120 / 7.38
multi-input combinational: 82 / 716 / 44.0
timing repair buffer: 67 / 671 / 41.2
inverter: 32 / 120 / 7.38
[per-layer routing]
layer  vias to the layer above  share of wire, %  GRT usage [%]
met5                         -                 0              0
met4                         0                 0              0
met3                         0               8.6           1.61
met2                        40                44           8.54
met1                       382                47           6.39
li1                        537                 -              -
Power and IR drop assume default switching activity.
