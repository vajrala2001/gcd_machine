`run.sh`:
```
#!/bin/bash
# OpenROAD 26Q1-2900-gdf79404cd8, Yosys 0.63+post, stock flow scripts
make -C /OpenROAD-flow-scripts/flow DESIGN_CONFIG=/design/flow/config.mk WORK_HOME=/design/flow/orfs finish
```
`config.mk`:
```
export PLATFORM = sky130hd
export DESIGN_NAME = mux
export DESIGN_NICKNAME = mux
export VERILOG_FILES = /design/flow/design.v
export SDC_FILE = /design/flow/constraint.sdc
export NUM_CORES = 4
export LEC_CHECK = 1
export CORE_AREA = 10 10 70 70
export DIE_AREA = 0 0 80 80
```
`constraint.sdc`:
```
current_design mux

set clk_period 1.0
set clk_io_pct 0.2

create_clock -name clk0 -period $clk_period

set non_clock_inputs [all_inputs -no_clocks]
set_input_delay [expr $clk_period * $clk_io_pct] -clock clk0 $non_clock_inputs
set_output_delay [expr $clk_period * $clk_io_pct] -clock clk0 [all_outputs]
```
`design.v`:
```
module mux (out, sel, in0, in1);
output reg [31:0] out;
input [31:0] in0, in1;
input sel;
always@ (sel or in0 or in1)
begin 
case(sel)
0:out <= in0;
1:out <=in1;
endcase
end
endmodule
```
==> results_slide.txt <==
Implementation Results

Run status
  • Status: finished with violations
  • Violations in the final reports: negative setup slack

Detailed routing
  • Vias post-DR: 730
  • Routed via count divided by cell count: 3.80
  • Iteration-0 DRC count of the detailed router: 4
  • Post-detailed-route wirelength per cell: 14.8 µm
  • Total iterations of the first detailed-routing run: 2
  • Antenna diode count: 0
  • DRC violation count after routing: 0
  • Antenna-violating nets left: 0
  • Total wire length: 2.85 mm

STA
  • Worst Hold Slack: 0.694 ns
  • Maximum clock frequency: 0.851 GHz
  • Ratio of final minimum period to clock period: 1.18
  • Slew at the pin with the worst max-slew slack: 0.0611 ns
  • Shortest clock period the worst path allows after layout: 1.18 ns
  • Final hold violation count: 0
  • Post-layout worst setup margin: -0.175 ns
  • Final setup viols: 32
  • Unrepaired setup endpoints after global routing: yes
  • Count of pins over their slew limit: 0
  • Max-slew headroom at the worst pin: 0.959

GRT
  • GRT Overall Usage: 0.0787
  • Congestion Overflow GR: 0
  • Met1 routing resource usage after global routing: 0.0897
  • Global Route met3 Usage: 0.0307
  • Via count of the first global-routing pass: 824
  • Wire length of the first global-routing pass: 4.15 mm
  • Busiest layer in global routing: met2
  • Pin count of the biggest net entering global routing: 8
  • Initial antenna violation count: 0
  • Global routing met2 resource utilization: 0.143

Finish
  • Fraction of layout instances using a drive strength above 1: 0.562
  • Dominant logic cell type in the layout: dlygate4sd2_1
  • Share of the core filled with cells in the final layout: 0.497
  • Top Layout Cells: dlygate4sd2_1, mux2_4, buf_6, dlymetal6s2s_1, buf_2
  • Reg area: 0 µm²
  • Layout clock buffer count: 0
  • Count of flip-flops and latches: 0
  • Syn-to-layout area delta: 212%

Yosys
  • Yosys warning total: 1
  • Avg Cell Area, Syn: 15.1 µm²
  • Sequential element share of the synthesized area: 0
  • Post-synth area from yosys stat: 544 µm²
  • Cell area after synthesis: 544 µm²
  • Number of unique standard cell types used by synthesis: 4
  • Post-synthesis instance total: 36
  • Cells in synth_stat.txt: 36

Placement
  • Worst setup slack before clock tree synthesis: -0.497 ns
  • Placer congestion estimate: 0.760
  • Post-DP HPWL: 2.40 mm
  • # port buffers: 97

Floorplanning
  • Die area: 6400 µm²
  • I/O Pins: 97
  • Die outline width: 80 µm
  • FP Core Util: 0.159
  • Die height: 80 µm
  • Cell Rows: 21
  • Core footprint: 3420 µm²

Power
  • Logic gate share of total power: 1.000
  • Power density relative to cell area: 389 nW/µm²
  • Clock network fraction of design power: 0
  • NetSw: 0.141 mW
  • Portion of total power attributed to sequential cells: 0
  • Switch share: 0.213
  • Internal power: 0.519 mW
  • Leak: 0.990 nW
  • Maximum vdd drop: 0.173 mV

Critical path
  • Endpoint of the most critical setup path: out[31]
  • Endpoint kind of the worst setup timing path: output pin
  • Critical setup path kind: input port to output pin
  • Highest fanout seen on the critical path: 7
  • Kind of start point of the critical path: input port
  • Data required time of the worst path: 0.80 ns
  • Critical path data arrival time: 0.98 ns
  • Launch point of the critical path: sel

Job
  • Number of maximum-capacitance violations: 0
  • Tool warnings: 34

Hold path
  • WHS Path Cells: 3
  • Path type of the worst min-delay path: input port to output pin
synth_stat cells:
library cell  instances  area share
mux2_4               30        0.83
buf_6                 1       0.021
buf_12                3        0.11
mux2_2                2       0.041
cell families (layout without fill, tap and decap cells):
logic type,count (synthesis),count (layout),synth area share
buffers and inverters,4,114,0.131
multiplexers,32,32,0.869
metal layers:
layer  share of wire  routed length [µm]
met1            0.40                1140
met2            0.49                1390
met3            0.11                 313
met4               0                   0
met5               0                   0
power groups by stage:
| stage | Sequential, mW | Combinational, mW | Clock [mW] |
|---|---|---|---|
| after CTS | 0 | 0.644 | 0 |
| after global routing | 0 | 0.706 | 0 |
| final | 0 | 0.660 | 0 |
critical path: stages:
cell	delay (ns)
buf_12	0.11
buf_12	0.13
buf_8	0.12
mux2_4	0.30
buf_6	0.11
final cells by class:
class              count  area, µm²
fillers              327       1720
multi-input cells     32        480
well taps             46       57.6
repair buffers       114       1160
stage by stage:
step | std cells | instance area, µm² | total power, mW | setup TNS [ns]
final | 192 | 1700 | 0.660 | -5.03
after global routing | 192 | 1700 | 0.706 | -5.62
after CTS | 192 | 1610 | 0.644 | -5.20
after detailed placement | 177 | 1540 | 0.655 | -15.27
after global placement | 177 | 1540 | 0.654 | -15.25
after floorplan | 36 | 544 | 0.206 | 0
what timing repair did:
item                                   4_1_cts  5_1_grt
setup endpoints to repair                   32       32
hold buffers                                 0        0
buffers inserted                            14        0
endpoints found under the hold margin        0        0
gates cloned                                 1        0
gates resized                              170       23
worst min-delay path by stage:
stage                 slack (ns)    start       to
final                       0.69  in0[24]  out[24]
after global routing        0.71  in0[27]  out[27]
after CTS                   0.80  in0[30]  out[30]
No activity file was given, so power comes from the tool's default toggle rates.
